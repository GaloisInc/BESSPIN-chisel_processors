$ cat flow/constraint.sdc
current_design tag_array_ext

set clk_period 29.9
set clk_io_pct 0.2

create_clock -name clk0 -period $clk_period [get_ports {RW0_clk}]

set non_clock_inputs [all_inputs -no_clocks]
set_input_delay [expr $clk_period * $clk_io_pct] -clock clk0 $non_clock_inputs
set_output_delay [expr $clk_period * $clk_io_pct] -clock clk0 [all_outputs]
$ cat flow/design.v
module data_arrays_0_ext(
  input RW0_clk,
  input [9:0] RW0_addr,
  input RW0_en,
  input RW0_wmode,
  input [3:0] RW0_wmask,
  input [31:0] RW0_wdata,
  output [31:0] RW0_rdata
);
  reg reg_RW0_ren;
  reg [9:0] reg_RW0_addr;
  reg [31:0] ram [1023:0];
  integer i;
  always @(posedge RW0_clk)
    reg_RW0_ren <= RW0_en && !RW0_wmode;
  always @(posedge RW0_clk)
    if (RW0_en && !RW0_wmode) reg_RW0_addr <= RW0_addr;
  always @(posedge RW0_clk)
    if (RW0_en && RW0_wmode) begin
      if (RW0_wmask[0]) ram[RW0_addr][7:0] <= RW0_wdata[7:0];
      if (RW0_wmask[1]) ram[RW0_addr][15:8] <= RW0_wdata[15:8];
      if (RW0_wmask[2]) ram[RW0_addr][23:16] <= RW0_wdata[23:16];
      if (RW0_wmask[3]) ram[RW0_addr][31:24] <= RW0_wdata[31:24];
    end
  assign RW0_rdata = ram[reg_RW0_addr];
endmodule
module tag_array_ext(
  input RW0_clk,
  input [5:0] RW0_addr,
  input RW0_en,
  input RW0_wmode,
  input [21:0] RW0_wdata,
  output [21:0] RW0_rdata
);
  reg reg_RW0_ren;
  reg [5:0] reg_RW0_addr;
  reg [21:0] ram [63:0];
  integer i;
  always @(posedge RW0_clk)
    reg_RW0_ren <= RW0_en && !RW0_wmode;
  always @(posedge RW0_clk)
    if (RW0_en && !RW0_wmode) reg_RW0_addr <= RW0_addr;
  always @(posedge RW0_clk)
    if (RW0_en && RW0_wmode) begin
      ram[RW0_addr][21:0] <= RW0_wdata[21:0];
    end
  assign RW0_rdata = ram[reg_RW0_addr];
endmodule
module tag_array_0_ext(
  input RW0_clk,
  input [5:0] RW0_addr,
  input RW0_en,
  input RW0_wmode,
  input [0:0] RW0_wmask,
  input [20:0] RW0_wdata,
  output [20:0] RW0_rdata
);
  reg reg_RW0_ren;
  reg [5:0] reg_RW0_addr;
  reg [20:0] ram [63:0];
  integer i;
  always @(posedge RW0_clk)
    reg_RW0_ren <= RW0_en && !RW0_wmode;
  always @(posedge RW0_clk)
    if (RW0_en && !RW0_wmode) reg_RW0_addr <= RW0_addr;
  always @(posedge RW0_clk)
    if (RW0_en && RW0_wmode) begin
      if (RW0_wmask[0]) ram[RW0_addr][20:0] <= RW0_wdata[20:0];
    end
  assign RW0_rdata = ram[reg_RW0_addr];
endmodule
module data_arrays_0_0_ext(
  input RW0_clk,
  input [9:0] RW0_addr,
  input RW0_en,
  input RW0_wmode,
  input [0:0] RW0_wmask,
  input [31:0] RW0_wdata,
  output [31:0] RW0_rdata
);
  reg reg_RW0_ren;
  reg [9:0] reg_RW0_addr;
  reg [31:0] ram [1023:0];
  integer i;
  always @(posedge RW0_clk)
    reg_RW0_ren <= RW0_en && !RW0_wmode;
  always @(posedge RW0_clk)
    if (RW0_en && !RW0_wmode) reg_RW0_addr <= RW0_addr;
  always @(posedge RW0_clk)
    if (RW0_en && RW0_wmode) begin
      if (RW0_wmask[0]) ram[RW0_addr][31:0] <= RW0_wdata[31:0];
    end
  assign RW0_rdata = ram[reg_RW0_addr];
endmodule
module mem_ext(
  input W0_clk,
  input [23:0] W0_addr,
  input W0_en,
  input [63:0] W0_data,
  input [7:0] W0_mask,
  input R0_clk,
  input [23:0] R0_addr,
  input R0_en,
  output [63:0] R0_data
);
  reg reg_R0_ren;
  reg [23:0] reg_R0_addr;
  reg [63:0] ram [16777215:0];
  integer i;
  always @(posedge R0_clk)
    reg_R0_ren <= R0_en;
  always @(posedge R0_clk)
    if (R0_en) reg_R0_addr <= R0_addr;
  always @(posedge W0_clk)
    if (W0_en) begin
      if (W0_mask[0]) ram[W0_addr][7:0] <= W0_data[7:0];
      if (W0_mask[1]) ram[W0_addr][15:8] <= W0_data[15:8];
      if (W0_mask[2]) ram[W0_addr][23:16] <= W0_data[23:16];
      if (W0_mask[3]) ram[W0_addr][31:24] <= W0_data[31:24];
      if (W0_mask[4]) ram[W0_addr][39:32] <= W0_data[39:32];
      if (W0_mask[5]) ram[W0_addr][47:40] <= W0_data[47:40];
      if (W0_mask[6]) ram[W0_addr][55:48] <= W0_data[55:48];
      if (W0_mask[7]) ram[W0_addr][63:56] <= W0_data[63:56];
    end
  assign R0_data = ram[reg_R0_addr];
endmodule
module mem_0_ext(
  input W0_clk,
  input [8:0] W0_addr,
  input W0_en,
  input [63:0] W0_data,
  input [7:0] W0_mask,
  input R0_clk,
  input [8:0] R0_addr,
  input R0_en,
  output [63:0] R0_data
);
  reg reg_R0_ren;
  reg [8:0] reg_R0_addr;
  reg [63:0] ram [511:0];
  integer i;
  always @(posedge R0_clk)
    reg_R0_ren <= R0_en;
  always @(posedge R0_clk)
    if (R0_en) reg_R0_addr <= R0_addr;
  always @(posedge W0_clk)
    if (W0_en) begin
      if (W0_mask[0]) ram[W0_addr][7:0] <= W0_data[7:0];
      if (W0_mask[1]) ram[W0_addr][15:8] <= W0_data[15:8];
      if (W0_mask[2]) ram[W0_addr][23:16] <= W0_data[23:16];
      if (W0_mask[3]) ram[W0_addr][31:24] <= W0_data[31:24];
      if (W0_mask[4]) ram[W0_addr][39:32] <= W0_data[39:32];
      if (W0_mask[5]) ram[W0_addr][47:40] <= W0_data[47:40];
      if (W0_mask[6]) ram[W0_addr][55:48] <= W0_data[55:48];
      if (W0_mask[7]) ram[W0_addr][63:56] <= W0_data[63:56];
    end
  assign R0_data = ram[reg_R0_addr];
endmodule
$ cat flow/run.sh
#!/bin/bash
# OpenROAD 26Q1-2900-gdf79404cd8, Yosys 0.63+post, stock flow scripts
make -C /OpenROAD-flow-scripts/flow DESIGN_CONFIG=/design/flow/config.mk WORK_HOME=/design/flow/orfs finish
$ cat flow/config.mk
export PLATFORM = sky130hd
export DESIGN_NAME = tag_array_ext
export DESIGN_NICKNAME = tag_array_ext
export VERILOG_FILES = /design/flow/design.v
export SDC_FILE = /design/flow/constraint.sdc
export NUM_CORES = 4
export LEC_CHECK = 1
export CORE_UTILIZATION = 30
==> reports/metrics.cfg <==
[run_status]
status = finished, final reports clean

[place]
gp_congestion = 0.8416
portBuffers = 52
pre_cts_ws_ps = 18520
placed_cell_area_mm2 = 0.05800
dpl.hpwl_um = 72660

[final_timing]
worst_slack_ps = 18020
setup_viol = 0
finalMaxSlewViolations = 0
hold_viol = 0
worstMarginPinSlew_ps = 1048
period_needed_ps = 11880
rsz0062_at_grt = false
fin_tns_setup_ps = 0
fmax_ghz = 0.08417
period_used_pct = 39.74
fin_skew_ps = 5.620
relSlewSlack_pct = 30.13

[drt]
dr.max_layer_used = met5
via_count = 24840
wirelength_met1_um = 42030
wl_per_cell_um = 26.10
drt_pre_antenna_iters = 5
vias_per_cell = 4.974
ant_nets = 0
wl_met3_um = 22300
drc_errors = 0
drt_iter0_markers = 1510
detailroute.wirelength.met2_um = 62580
drt_wl_total_um = 130400

[worst_setup_path]
cp.arrival_ps = 5900
crit_type = reg -> out
slowest_delay_ps = 740
critPathLaunchType = flip-flop
crit_path_max_fanout = 35
crit_chain = buf_4 -> buf_4 -> buf_4 -> mux4_2 -> a22o_1 -> a221oi_1 -> a211oi_1 -> buf_4 -> clkdlybuf4s50_1
required_ps = 23920
crit_path_end_kind = primary output
ff2ff_setup_slack_ps = 29180
cp_common_cell = buf_4
slowest_stage = dfxtp_4

[cells_and_area]
layout-drive-gt1-share_pct = 29.42
utilization_pct = 34.81
area_growth_pct = 14.92
final_area_mm2 = 0.06225

[clocking]
clkSinkCount = 1420
hold_buffers = 0
cts_setup_buffers = 0
cts-htree-levels = 4
path_clk_slew_ps = 60
cts_tree = done
clock_latency_ps = 750
cts.path.max_buffers = 3
root_buffer = clkbuf_16
cts_resized = 0
cts_buffers = 143

[power]
max-vdd-ir-drop_mv = 0.04152
power.leakage_nw = 19.04
power.density_mw_per_mm2 = 66.60

[floorplan]
fp.dieW_um = 426.9
io_pins = 53
rows = 155
die_y_um = 426.9
core-area_mm2 = 0.1788
fp_util_pct = 30.29
die-area_mm2 = 0.1823

[synthesis]
syn-instance-count = 2343
avgSynthCellArea_um2 = 23.12
ys_ff = 1420
yosys_warnings = 1
ys_area_mm2 = 0.05417
synth_seq_share_pct = 78.61
ys_types = 35
yosysCellCount = 2343
netlist_area_mm2 = 0.05417

[global_route]
grt_use_total_pct = 15.54
grt_max_degree = 89
grt_pass1_wl_um = 188700
grt_pass1_vias = 27230
antenna_found_initial = 3
overflow = 0

[flow_run]
cap_violations = 0
warning_count = 26

[worst_hold_path]
hp-class = reg -> reg

cells in the final DEF, fill, tap and decap left out, types with 30 or more instances in the layout:
cell type,synthesis,final
a22oi_1,44,44
buf_4,33,125
clkbuf_1,55,36
clkbuf_16,0,147
clkdlybuf4s50_1,0,30
clkinv_1,0,33
edfxtp_1,1414,1414
mux2i_1,70,70
mux4_2,352,352
nor2_2,0,65
metal layers:
| metal | global-route usage (%) | up-vias |
|---|---|---|
| met3 | 12.49 | 190 |
| met4 | 3.220 | 6 |
| met5 | 1.190 | - |
| met2 | 23.50 | 1543 |
| li1 | - | 10440 |
| met1 | 17.12 | 12660 |
state kept, by name, summed over array words and instances, names as in the netlist, named ones only:
| register | count |
|---|---|
| reg_RW0_addr | 6 |
| ram | 1408 |
power by group:
part           total, mW  internal [mW]  switching (mW)  leakage, nW
logic              0.292          0.120           0.171         4.19
clock network       1.65          0.927           0.720         2.08
registers           2.21           2.20         0.00937         12.8
total               4.15           3.24           0.901         19.0
layout make-up:
type,instances,area [um2]
diodes,1,2.502
clock buffers,184,3827
clock inverters,66,416.7
fillers,16270,116600
multi-input cells,789,11070
flip-flops and latches,1420,42590
well taps,2355,2947
repair buffers,179,1389
kinds of logic (layout without fill, tap and decap cells):
| kind of cell | after synthesis | after routing | synth area share, % |
|---|---|---|---|
| other | 0 | 1 | 0 |
| multiplexers | 440 | 440 | 16.30 |
| AND/OR/NAND/NOR | 173 | 173 | 1.460 |
| AND-OR/OR-AND | 176 | 176 | 2.370 |
| flip-flops | 1420 | 1420 | 78.61 |
| buffers and inverters | 134 | 429 | 1.254 |
worst max-delay path, delay by kind of cell, from the launching register on:
family	cells	cell delay, ps
buffers and inverters	5	2520
AND-OR/OR-AND	3	1090
flip-flops	1	740
multiplexers	1	590
Yosys cell counts:
cell type	n	area share, %
or3_1	2	0.023
nand3b_1	8	0.11
nor3_1	4	0.037
a21o_1	1	0.014
mux2i_1	70	1.3
nand2b_1	1	0.012
mux4_2	352	15
a211oi_1	13	0.18
edfxtp_1	1414	78
nor2b_1	11	0.13
nor2_1	85	0.59
o22ai_1	8	0.092
o21ai_0	21	0.19
and2_1	4	0.046
buf_6	1	0.021
buf_1	9	0.062
a221oi_1	20	0.32
buf_4	33	0.46
o32ai_1	4	0.065
or3b_2	3	0.049
or2_2	1	0.012
clkbuf_1	55	0.38
and3_1	5	0.058
o221ai_1	13	0.21
a21oi_1	19	0.18
a22oi_1	44	0.61
a22o_1	22	0.36
o21ai_1	2	0.018
mux2_2	18	0.37
a31oi_1	3	0.035
a211o_1	6	0.097
buf_2	36	0.33
dfxtp_1	6	0.22
nand2_1	24	0.17
nand3_1	25	0.23
path summary, 6_finish.rpt:
kind	startpoint	endpoint	cells after the start
setup / recovery	flip-flop	RW0_rdata[0]	9
hold / removal	reg_RW0_addr[3]	flip-flop	1
setup reg to reg	reg_RW0_addr[1]	flip-flop	1
hold reg to reg	reg_RW0_addr[3]	flip-flop	1
stage by stage:
| stage | hold slack, ps | instances | power [mW] |
|---|---|---|---|
| finish | 468.2 | 4994 | 4.146 |
| global route | 479.3 | 4993 | 4.280 |
| CTS | 471.6 | 4993 | 4.187 |
| detailed placement | 458.3 | 4743 | 2.547 |
| global placement | 451.7 | 4743 | 2.546 |
| floorplan | 449.4 | 2343 | 2.413 |
Power figures rest on the tool's default switching activity, not on a simulated workload.
