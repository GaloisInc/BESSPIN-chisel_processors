==> flow/design.v <==
module FIFO2(CLK,
             RST,
             D_IN,
             ENQ,
             FULL_N,
             D_OUT,
             DEQ,
             EMPTY_N,
             CLR);
   parameter width = 1;
   parameter guarded = 1;
   input     CLK ;
   input     RST ;
   input [width - 1 : 0] D_IN;
   input                 ENQ;
   input                 DEQ;
   input                 CLR ;
   output                FULL_N;
   output                EMPTY_N;
   output [width - 1 : 0] D_OUT;
   reg                    full_reg;
   reg                    empty_reg;
   reg [width - 1 : 0]    data0_reg;
   reg [width - 1 : 0]    data1_reg;
   assign                 FULL_N = full_reg ;
   assign                 EMPTY_N = empty_reg ;
   assign                 D_OUT = data0_reg ;
   wire                   d0di = (ENQ && ! empty_reg ) || ( ENQ && DEQ && full_reg ) ;
   wire                   d0d1 = DEQ && ! full_reg ;
   wire                   d0h = ((! DEQ) && (! ENQ )) || (!DEQ && empty_reg ) || ( ! ENQ &&full_reg) ;
   wire                   d1di = ENQ & empty_reg ;
   // synopsys translate_off
   initial
     begin
        data0_reg   = {((width + 1)/2) {2'b10}} ;
        data1_reg  = {((width + 1)/2) {2'b10}} ;
        empty_reg = 1'b0;
        full_reg  = 1'b1;
     end  
   // synopsys translate_on
   always@(posedge CLK )
     begin
        if (RST == 1'b0)
          begin
             empty_reg <=  1'b0;
             full_reg  <=  1'b1;
          end  
        else
          begin
             if (CLR)
               begin
                  empty_reg <=  1'b0;
                  full_reg  <=  1'b1;
               end  
             else if ( ENQ && ! DEQ )  
               begin
                  empty_reg <=  1'b1;
                  full_reg <=  ! empty_reg ;
               end
             else if ( DEQ && ! ENQ )
               begin
                  full_reg  <=  1'b1;
                  empty_reg <=  ! full_reg;
               end  
          end  
     end  
   always@(posedge CLK )
     begin
          begin
             data0_reg  <= 
                           {width{d0di}} & D_IN | {width{d0d1}} & data1_reg | {width{d0h}} & data0_reg ;
             data1_reg <= 
                          d1di ? D_IN : data1_reg ;
          end  
     end  
   // synopsys translate_off
   always@(posedge CLK)
     begin: error_checks
        reg deqerror, enqerror ;
        deqerror =  0;
        enqerror = 0;
        if (RST == ! 1'b0)
          begin
             if ( ! empty_reg && DEQ )
               begin
                  deqerror =  1;
                  $display( "Warning: FIFO2: %m -- Dequeuing from empty fifo" ) ;
               end
             if ( ! full_reg && ENQ && (!DEQ || guarded) )
               begin
                  enqerror = 1;
                  $display( "Warning: FIFO2: %m -- Enqueuing to a full fifo" ) ;
               end
          end
     end  
   // synopsys translate_on
endmodule
module mkTV_Xactor(CLK,
		   RST_N,
		   tv_in_put,
		   EN_tv_in_put,
		   RDY_tv_in_put,
		   axi_out_tvalid,
		   axi_out_tdata,
		   axi_out_tstrb,
		   axi_out_tkeep,
		   axi_out_tlast,
		   axi_out_tready);
  input  CLK;
  input  RST_N;
  input  [607 : 0] tv_in_put;
  input  EN_tv_in_put;
  output RDY_tv_in_put;
  output axi_out_tvalid;
  output [607 : 0] axi_out_tdata;
  output [75 : 0] axi_out_tstrb;
  output [75 : 0] axi_out_tkeep;
  output axi_out_tlast;
  input  axi_out_tready;
  wire [607 : 0] axi_out_tdata;
  wire [75 : 0] axi_out_tkeep, axi_out_tstrb;
  wire RDY_tv_in_put, axi_out_tlast, axi_out_tvalid;
  wire [760 : 0] tv_xactor_f_data$D_IN, tv_xactor_f_data$D_OUT;
  wire tv_xactor_f_data$CLR,
       tv_xactor_f_data$DEQ,
       tv_xactor_f_data$EMPTY_N,
       tv_xactor_f_data$ENQ,
       tv_xactor_f_data$FULL_N;
  wire CAN_FIRE_axi_out_m_tready,
       CAN_FIRE_tv_in_put,
       WILL_FIRE_axi_out_m_tready,
       WILL_FIRE_tv_in_put;
  assign RDY_tv_in_put = tv_xactor_f_data$FULL_N ;
  assign CAN_FIRE_tv_in_put = tv_xactor_f_data$FULL_N ;
  assign WILL_FIRE_tv_in_put = EN_tv_in_put ;
  assign axi_out_tvalid = tv_xactor_f_data$EMPTY_N ;
  assign axi_out_tdata = tv_xactor_f_data$D_OUT[760:153] ;
  assign axi_out_tstrb = tv_xactor_f_data$D_OUT[152:77] ;
  assign axi_out_tkeep = tv_xactor_f_data$D_OUT[76:1] ;
  assign axi_out_tlast = tv_xactor_f_data$D_OUT[0] ;
  assign CAN_FIRE_axi_out_m_tready = 1'd1 ;
  assign WILL_FIRE_axi_out_m_tready = 1'd1 ;
  FIFO2 #(.width(32'd761), .guarded(32'd1)) tv_xactor_f_data(.RST(RST_N),
							     .CLK(CLK),
							     .D_IN(tv_xactor_f_data$D_IN),
							     .ENQ(tv_xactor_f_data$ENQ),
							     .DEQ(tv_xactor_f_data$DEQ),
							     .CLR(tv_xactor_f_data$CLR),
							     .D_OUT(tv_xactor_f_data$D_OUT),
							     .FULL_N(tv_xactor_f_data$FULL_N),
							     .EMPTY_N(tv_xactor_f_data$EMPTY_N));
  assign tv_xactor_f_data$D_IN =
	     { tv_in_put, 153'h1FFFFFFFFFFFFFFFFFFFFFFFFFFFFFFFFFFFFFF } ;
  assign tv_xactor_f_data$ENQ = EN_tv_in_put ;
  assign tv_xactor_f_data$DEQ = tv_xactor_f_data$EMPTY_N && axi_out_tready ;
  assign tv_xactor_f_data$CLR = 1'b0 ;
endmodule   
==> flow/run.sh <==
#!/bin/bash
# OpenROAD 26Q1-2900-gdf79404cd8, Yosys 0.63+post, stock flow scripts
make -C /OpenROAD-flow-scripts/flow DESIGN_CONFIG=/design/flow/config.mk WORK_HOME=/design/flow/orfs finish
==> flow/config.mk <==
export PLATFORM = sky130hd
export DESIGN_NAME = mkTV_Xactor
export DESIGN_NICKNAME = mkTV_Xactor
export VERILOG_FILES = /design/flow/design.v
export SDC_FILE = /design/flow/constraint.sdc
export NUM_CORES = 4
export LEC_CHECK = 1
export CORE_AREA = 10 10 588 588
export DIE_AREA = 0 0 598 598
==> flow/constraint.sdc <==
current_design mkTV_Xactor

set clk_period 167.2
set clk_io_pct 0.2

create_clock -name clk0 -period $clk_period [get_ports {CLK}]

set non_clock_inputs [all_inputs -no_clocks]
set_input_delay [expr $clk_period * $clk_io_pct] -clock clk0 $non_clock_inputs
set_output_delay [expr $clk_period * $clk_io_pct] -clock clk0 [all_outputs]
==> out/qor.csv <==
stage,metric,value,unit
outcome,status,completed,
global_routing,grt_pass1_vias,32902,
synthesis,syn_area,0.0459,sq mm
timing,finalWorstSetupSlack,129.38,ns
synthesis,synth_stat.cells,2996,
cts,cts_made_buffers,163,
placement,dp_slack,128.68,ns
cts,cts_hold_buf,0,
layout,final_cells,8914,
synthesis,flop_cell,dfxtp_1,
power_and_ir_drop,peakVddDrop,0.00000809,V
worst_setup_path,path_max_fanout,134,
placement,dp.cells,8569,
worst_setup_path,crit_path_end_kind,register,
worst_setup_path,cp-endpoint,tv_xactor_f_data.data0_reg[240],
worst_setup_path,ff2ff_path_depth,8,
floorplanning,fp.dieH,598,um
layout,logic_area,0.0112,sq mm
placement,place_congestion,0.926,
cts,clock_sinks,1371,
drt,wirelength,238,mm
floorplanning,die_width,598,um
timing,finalSetupTns,0,ns
placement,place_hpwl,190,mm
placement,port_buffers,1374,
run,openroad.warnings,33,
synthesis,synth_top_cell_by_count,dfxtp_1,
cts,cts.htree.levels,4,
synthesis,synth.area.top_cells,"edfxtp_1 (40%), dfxtp_1 (33%), a221o_1 (13%)",
drt,wl_per_cell,26.7,um
timing,relSlewSlack,0.355,
cts,postCtsSetupRepairBufs,0,
synthesis,edf_count,608,
drt,vias,32460,
power_and_ir_drop,power_leakage,25.0,nW
cts,cts.clk_slew.worst_paths,0.06,ns
drt,avgViaCountPerCell,3.64,
timing,finalClockPeriodUsage,0.226,
power_and_ir_drop,finalPower,0.000908,W
drt,ant_nets,0,
worst_setup_path,worstSetupPathType,input pin to register,
drt,drc,0,
floorplanning,core_area,0.333,sq mm
synthesis,ys.flops,1371,
global_routing,antenna_found_initial,161,
timing,fin_skew,0.0838,ns
synthesis,synth_warnings,2,
worst_setup_path,critPathLaunch,EN_tv_in_put,
synthesis,ys_chip_area,0.0459,sq mm
global_routing,grt.total_usage,0.131,
worst_hold_path,hold_path.class,register to register,
timing,fin_crit,37.82,ns
timing,fmax,0.0264,GHz
synthesis,top_area_frac,0.398,
floorplanning,chip_area,0.358,sq mm
floorplanning,fp-utilization,0.138,
synthesis,synthCells,2996,
global_routing,grt_overflow_total,0,
timing,tightest_slew,0.967,ns
layout,drive_gt1_frac,0.0677,
cts,ctsResizeCount,0,
drt,drt_iter0_markers,2235,
layout,syn2layout_area_growth,52.3,%
synthesis,top_cells_by_count,"dfxtp_1 (763), and2_1 (611), a221o_1 (608), edfxtp_1 (608), a21o_1 (153)",
cts,root_buffer,clkbuf_16,
timing,rsz0062_at_grt,false,
timing,setup_violations,0,
floorplanning,rows,212,
worst_setup_path,arrival,38.56,ns
cts,clock_latency,0.86,ns
floorplanning,ios,1375,
layout,fin_util,0.210,
worst_setup_path,worstReg2RegStart,tv_xactor_f_data.empty_reg,
synthesis,async_reset_ff_frac,0,
power_and_ir_drop,power.density,13.0,mW/mm^2
synthesis,top_area_cell,edfxtp_1,
worst_setup_path,rr_endpoint,tv_xactor_f_data.data0_reg[240],
run,maxCapViolCount,0,
layout,largest_reg_flops,761,
timing,hold_viol,0,
worst_setup_path,start_kind,input pin,
global_routing,grt_pass1_wl,313,mm
synthesis,synth_cell_types,20,
drt,first_pass_iters,5,
timing,final_max_slew_viol_count,0,
synthesis,syn_avg_cell_area,15.3,sq um
cts,cts_tree,built,
layout,nFillCells,35002,
global_routing,grt_max_degree,135,
synthesis,ys_seq_share,0.730,
layout,seq_area,0.0335,sq mm
worst_setup_path,r2r_slack,161.99,ns
cts,clockBufferDepth,4,
worst_setup_path,cp.required,167.93,ns
cell families (layout without fill, tap and decap cells):
family | after synthesis | count (layout) | synth area share
adders and majority gates | 2 | 2 | 0.000545
and+or+nand+nor | 618 | 618 | 0.0842
DFF | 1371 | 1371 | 0.730
AOI/OAI and AO/OA | 765 | 765 | 0.158
other | 0 | 49 | 0
buffers and inverters | 240 | 1722 | 0.0270
worst max-delay path, cell delays in order:
cell             delay [ns]
clkdlybuf4s50_1        0.53
o22ai_4                0.76
buf_4                  0.60
buf_4                  0.64
buf_12                 0.51
buf_4                  0.71
buf_4                  0.75
a221o_1                0.27
worst min-delay path by stage:
stage,slack (ns),endpoint,depth (start not counted),from
final,0.45,tv_xactor_f_data.data0_reg[140],1,tv_xactor_f_data.data0_reg[140]
after global routing,0.46,tv_xactor_f_data.data0_reg[68],1,tv_xactor_f_data.data0_reg[68]
after CTS,0.45,tv_xactor_f_data.data0_reg[116],1,tv_xactor_f_data.data0_reg[116]
where the power goes:
group | internal, W | switching, W
sequential | 0.000388 | 0.0000217
clock | 0.000213 | 0.000148
combinational | 0.0000823 | 0.0000554
total | 0.000683 | 0.000225
through the flow:
| stage | cell area, sq um | hold WS [ns] |
|---|---|---|
| 6_report | 69900 | 0.446 |
| 3_3_place_gp | 64400 | 0.431 |
| 5_1_grt | 69900 | 0.463 |
| 2_1_floorplan | 45900 | 0.403 |
| 4_1_cts | 69800 | 0.451 |
| 3_5_place_dp | 64400 | 0.438 |
routing by layer:
layer / routed length, um / GRT usage / vias to the layer above
met5: 779 / 0 / -
li1: - / - / 14401
met1: 83400 / 0.144 / 15871
met3: 38400 / 0.0961 / 475
met2: 106000 / 0.197 / 1585
met4: 9750 / 0.0432 / 128
cell usage in the layout, fill, tap and decap left out, drive strengths merged, types with 2 or more instances in the layout:
cell / instances
clkinvlp: 5
o21ai: 2
buf: 49
clkinv: 31
inv: 18
a221o: 608
bufinv: 8
ha: 2
edfxtp: 608
clkdlybuf4s50: 1374
a21o: 153
nor2b: 2
clkbuf: 237
and2: 611
diode: 49
dfxtp: 763
area by class of cell:
| class | instances | share of cell area |
|---|---|---|
| Tap cell | 4387 | 0.0785 |
| Inverter | 3 | 0.000161 |
| Timing Repair Buffer | 1423 | 0.202 |
| Clock inverter | 59 | 0.00973 |
| Clock buffer | 237 | 0.0682 |
| Sequential cell | 1371 | 0.480 |
| Multi-Input combinational cell | 1385 | 0.160 |
| Antenna cell | 49 | 0.00175 |
Power is estimated from default activity; no workload was simulated.
